$ cat design.v
module tristate_mux
(
	input logic	[7:0]  D_normal,
	input logic	OE_normal,
	input logic	DIR_normal,
	input logic	[7:0]  D_RAM,
	input logic	OE_RAM,
	input logic	DIR_RAM,
	input logic	sel_mode,
	output tri	[7:0]  Q,
	output logic	OE,
	output logic	DIR
);
assign Q = sel_mode ? (DIR_RAM ? (D_RAM) : (8'bz) ) : (DIR_normal ? (D_normal) : (8'bz) );
assign OE 	= sel_mode ? (OE_RAM) : (OE_normal);
assign DIR 	= sel_mode ? (DIR_RAM) : (DIR_normal);
endmodule
$ cat run.sh
#!/bin/bash
# OpenROAD 26Q1-2900-gdf79404cd8, Yosys 0.63+post, stock flow scripts
make -C /OpenROAD-flow-scripts/flow DESIGN_CONFIG=/design/flow/config.mk WORK_HOME=/design/flow/orfs finish
$ cat config.mk
export PLATFORM = sky130hd
export DESIGN_NAME = tristate_mux
export DESIGN_NICKNAME = tristate_mux
export VERILOG_FILES = /design/flow/design.v
export SDC_FILE = /design/flow/constraint.sdc
export NUM_CORES = 4
export LEC_CHECK = 1
export CORE_AREA = 10 10 70 70
export DIE_AREA = 0 0 80 80
$ cat constraint.sdc
current_design tristate_mux

set clk_period 1.0
set clk_io_pct 0.2

create_clock -name clk0 -period $clk_period

set non_clock_inputs [all_inputs -no_clocks]
set_input_delay [expr $clk_period * $clk_io_pct] -clock clk0 $non_clock_inputs
set_output_delay [expr $clk_period * $clk_io_pct] -clock clk0 [all_outputs]
==> ci_impl_report.md <==
### Flow metrics

| Metric | Value |
|---|---|
| Starting DRT DRC Count | `0` |
| Crit path from | `sel_mode` |
| Switching power | `approximately 46 µW` |
| Total gr overflow | `0` |
| Clk pwr share | `0%` |
| P_leak | `0.2731 nW` |
| Slew HR | `between 90 and 100%` |
| CP Cell Sequence | `buf_8, buf_12, mux2_4, buf_6` |
| Total power | `202.9 µW` |
| Status | `finished with violations` |
| Cells in synth_stat.txt | `11` |
| Worst path depth | `4` |
| Top-level I/O count | `31` |
| Tool warnings | `34` |
| Combinational Power Share | `approximately 100%` |
| Actual slew at the worst max-slew pin | `approximately 0.060 ns` |
| Delay-heaviest family, CP | `buffers and inverters` |
| Register area | `0 µm²` |
| First-pass GRT wire length | `1373 µm` |
| Hold path startpoint | `D_RAM[3]` |
| DP Area | `roughly 540 µm²` |
| Final Max Tran Viols | `0` |
| Internal power | `157.3 µW` |
| CP bufs+invs | `3` |
| Placement Rows | `21` |
| Chip width | `80 µm` |
| P per Cell Area | `372.0 mW/mm²` |
| Failing checks | `setup timing` |
| Antenna violations before repair | `0` |
| Vias in the first global route | `243` |
| ANT nets after route | `0` |
| Fp util | `4.725%` |
| CP peak stage delay | `0.30 ns` |
| Chip Height | `about 80 µm` |
| P&R area growth vs syn | `238.0%` |
| Placer Congestion | `between 0.6 and 0.7` |
| Drc violations | `0` |
| Worst setup path end | `Q[4]` |
| Hold Crit Class | `input port to output port` |
| Largest net degree at the start of global routing | `6` |
| RSZ-0062 raised after global routing | `yes` |
| Final hold violations | `0` |
| Final min period | `1.044 ns` |
| Mean number of vias per cell | `2.494` |
| Avg Cell Area, Syn | `14.67 µm²` |
| Via Count | `around 220` |
| First-pass iteration count of the detailed router | `1` |
| Port bufs | `31` |
| Detailed placement HPWL | `875.7 µm` |
| Sequential share of the synthesized area | `0%` |
| Yosys warns | `2` |
| Seq pwr share | `0%` |
| CP max FO | `5` |
| Final instance area | `around 550 µm²` |
| Share of post-route cells with drive strength above 1 | `53.49%` |
| Setup_tns | `-0.4027 ns` |
| WL per Instance | `11.10 µm` |
| Total core area | `0.003416 mm²` |
| Fmax | `roughly 960 MHz` |
| Net Sw Frac | `22.48%` |
| Yosys stat chip area | `161.4 µm²` |
| WHS | `0.7946 ns` |
| Worst path arrival time | `0.84 ns` |
| Final cell utilization of the core | `15.97%` |
| Max-Cap Viols | `0` |
| GRT Util Overall | `2.748%` |
| Count of final setup violators | `10` |
| Cycle use final | `104.4%` |
| Hold_buf cts | `0` |
| # clk buffers | `0` |
| Mapped Area | `between 150 and 200 µm²` |
| CP endpoint kind | `output port` |
| Ant. Diodes | `0` |
| Critical path type | `input port to output port` |
| Final WS setup | `-0.04446 ns` |
| WL final | `988 µm` |
| Critical Path Start Type | `input port` |
| Flops | `0` |
| Distinct lib cells | `2` |
| Cell count after synthesis | `11` |
| Req. time, crit path | `0.80 ns` |
| CP max stage cell | `mux2_4` |
| Peak VDD IR | `between 0.0001 and 0.00015 V` |
| DIE AREA | `0.006400 mm²` |
-- cell usage in the layout, fill, tap and decap left out, drive strengths merged --
master       count
dlygate4sd2     20
buf             13
mux2            10
-- tightest hold or removal path, cell delays in order --
cell,delay [ns]
dlygate4sd2_1,0.19
mux2_4,0.12
buf_2,0.08
-- per-stage QoR --
stage | setup WS [ns] | instances
CTS | -0.05458 | 89
floorplan | 0.1719 | 11
detailed placement | -0.8271 | 88
global placement | -0.8243 | 88
global route | -0.06237 | 89
finish | -0.04446 | 89
-- final cells by class --
cell class	count	area, µm²
multi-input combinational	10	150.1
fill	398	2870
tap	46	57.56
timing repair buffer	33	337.8
-- repair_timing --
item	CTS	global route
gates cloned	1	0
setup buffers	0	0
setup endpoints to repair	10	10
gates resized	67	2
-- how the worst min path moves through the flow --
stage,slack [ns],to,depth (start not counted)
after CTS,0.80,Q[3],3
after global routing,0.81,Q[3],3
final,0.79,Q[3],3
-- logic make-up (layout without fill, tap and decap cells) --
| logic type | after synthesis | in the layout | synth area share, % |
|---|---|---|---|
| buf+inv | 1 | 33 | 6.976 |
| mux | 10 | 10 | 93.02 |
-- power by group through the flow --
stage	logic (mW)	clock network, mW	registers [mW]
4_1_cts	0.203	0	0
6_report	0.203	0	0
5_1_grt	0.219	0	0
-- synth_stat cells (all sizes together) --
cell type | n | share of area (%)
mux2 | 10 | 93
buf | 1 | 7.0
-- routing by layer --
layer	share of wire [%]	GRT usage, %	vias to the layer above	routed length, µm
met5	0	0	-	0
met4	0	0	0	0
met3	13	1.364	0	128
met2	40	4.173	21	396
met1	47	3.626	93	463
li1	-	-	108	-
No activity file was given, so power comes from the tool's default toggle rates.
