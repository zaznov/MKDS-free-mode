`flow/run.sh`:
```
#!/bin/bash
# OpenROAD 26Q1-2900-gdf79404cd8, Yosys 0.63+post, stock flow scripts
make -C /OpenROAD-flow-scripts/flow DESIGN_CONFIG=/design/flow/config.mk WORK_HOME=/design/flow/orfs finish
```
`flow/config.mk`:
```
export PLATFORM = sky130hd
export DESIGN_NAME = DEC_for_regs
export DESIGN_NICKNAME = DEC_for_regs
export VERILOG_FILES = /design/flow/design.v
export SDC_FILE = /design/flow/constraint.sdc
export NUM_CORES = 4
export LEC_CHECK = 1
export CORE_AREA = 10 10 70 70
export DIE_AREA = 0 0 80 80
```
`flow/constraint.sdc`:
```
current_design DEC_for_regs

set clk_period 2.2
set clk_io_pct 0.2

create_clock -name clk0 -period $clk_period

set non_clock_inputs [all_inputs -no_clocks]
set_input_delay [expr $clk_period * $clk_io_pct] -clock clk0 $non_clock_inputs
set_output_delay [expr $clk_period * $clk_io_pct] -clock clk0 [all_outputs]
```
`flow/design.v`:
```
 module DEC_for_regs
(
	input logic	[3:0]  data_in,
	input logic	strob_in,
	input logic	choose_data_reg,
	output logic	[15:0]  strob_out_to_reg
);
always_comb
	if(strob_in & !choose_data_reg) begin
		case (data_in)
		0: 		strob_out_to_reg = 16'b0000_0000_0000_0001;
		1: 		strob_out_to_reg = 16'b0000_0000_0000_0010;
		2: 		strob_out_to_reg = 16'b0000_0000_0000_0100;
		3: 		strob_out_to_reg = 16'b0000_0000_0000_1000;
		4: 		strob_out_to_reg = 16'b0000_0000_0001_0000;
		5: 		strob_out_to_reg = 16'b0000_0000_0010_0000;
		6: 		strob_out_to_reg = 16'b0000_0000_0100_0000;
		7: 		strob_out_to_reg = 16'b0000_0000_1000_0000;
		8: 		strob_out_to_reg = 16'b0000_0001_0000_0000;
		9: 		strob_out_to_reg = 16'b0000_0010_0000_0000;
		10: 	strob_out_to_reg = 16'b0000_0100_0000_0000;
		11: 	strob_out_to_reg = 16'b0000_1000_0000_0000;
		12: 	strob_out_to_reg = 16'b0001_0000_0000_0000;
		13: 	strob_out_to_reg = 16'b0010_0000_0000_0000;
		14: 	strob_out_to_reg = 16'b0100_0000_0000_0000;
		15: 	strob_out_to_reg = 16'b1000_0000_0000_0000;
		default: 	strob_out_to_reg = 16'b0000_0000_0000_0000;
		endcase
	end
	else strob_out_to_reg = 16'b0000_0000_0000_0000;
endmodule 
```
==> results.toml <==
# yosys + openroad results
[timing]
grt_setup_unrepaired = "no"
min_period_ns = 2.12
max_slew.worst_pin.slew_ns = 0.303
min_period_over_period_pct = 96.5
achievable-frequency_mhz = 471
slew_violations = 0
final-setup-viol-count = 0
final-hold-violation-count = 0
fin_hold_ws_ns = 1.37
max_slew_margin_pct = 79.8

[pwr]
finalPower_mw = 0.0438
netSwitchingFraction_pct = 44.1
internal_power_mw = 0.0244
clk_network_pwr_share_pct = 0
leakage_nw = 0.229
power_per_cell_area_nw_per_um2 = 86.6
seqPwrFrac_pct = 0
power.share.combinational_pct = 100.0
power.net_switching_mw = 0.0193
irDropWorstVdd_uv = 14.3

[outcome]
outcome = "complete, no violations"

[route]
wl_per_cell_um = 10.4
drt.antenna.violating_nets = 0
first_pass_drt_iterations = 4
dr.first_iter.drc_count = 10
remaining_drc_errors = 0
num_vias = 291
detail_route.vias_per_cell = 2.94
route.antenna.diode_count = 0
postRouteWirelength_um = 1030

[grt]
number_of_global_route_vias_before_repair = 283
grt_util_all_layers_pct = 3.05
overflow = 0
pin_count_of_the_biggest_net_entering_global_routing = 8
antenna_found_initial = 0
global_route_wire_length_before_repair_um = 1590

[setup_path]
worst_path_buffer_plus_inverter_count = 3
critical_path.max_fanout = 4
cp_cell_sequence = "dlygate4sd2_1 -> buf_4 -> nand4b_1 -> nor2_1 -> clkdlybuf4s50_1"
worst_path_cell_with_the_longest_stage_delay = "sky130_fd_sc_hd__clkdlybuf4s50_1"
end_kind = "output port"
critical-path-max-stage-delay_ns = 0.48
required_worst_endpoint_ns = 1.76
type_of_the_setup_path_with_the_least_slack = "input port to output port"
timing.critical_path.max_delay_family = "buffers and inverters"
timing.critical_path.arrival_ns = 1.68
cp_startpoint_kind = "input port"

[floorplanning]
floorplan.core_util_pct = 3.85
chip_area_um2 = 6400
die_h_um = 80
core-area_um2 = 3420
pin_count = 22
die_w_um = 80
fp-row-count = 21

[layout]
filler_cell_count = 393
layout.clock_buffers = 0
drive_gt1_share_pct = 35.8
register_area_um2 = 0
final_cell_count_no_fill = 99
areaGrowthSynthToFinish_pct = 285
flop-count = 0
layout.cell_area.non_filler_um2 = 505
post-route-util_pct = 14.8

[logic_synthesis]
post_synth_mux_area_share_pct = 0
syn-mean-instance-area_um2 = 5.71
ys_sh_aoi_pct = 0
synth.cell_area_um2 = 131
yosysWarnings = 1
logic_family = "simple AND/OR/NAND/NOR gates"
yosys_area_um2 = 131
synthXorXnorAreaFrac_pct = 0
synth-seq-area-share_pct = 0
synthSimpleGateAreaFrac_pct = 100
post_synth_num_cell_types = 8
ys_cells = 23
synth-adder-area-share_pct = 0
syn_inst = 23

[placed_design]
detailedPlacementHpwl_um = 867
numPortBuffers = 22
instance_area_at_placement_um2 = 439
finalWeightedCongestion = 0.695
numPlacedInstances = 95

[job]
log.warning_count = 33
max_cap_viol_count = 0

[worst_hold_path]
whs_path_depth = 4
worstHoldStart = "data_in[2]"
hold-path-endpoint = "strob_out_to_reg[15]"
hold_class = "input port to output port"

[cts]
hold_buffers = 0
[power groups by stage]
stage	registers [mW]	logic (mW)	clock network [mW]
CTS	0	0.0411	0
global route	0	0.0477	0
finish	0	0.0438	0
[placed cells by master (no fill, tap or decap)]
cell type / instances
sky130_fd_sc_hd__nor2_1: 9
sky130_fd_sc_hd__dlygate4sd2_1: 9
sky130_fd_sc_hd__clkdlybuf4s50_1: 9
sky130_fd_sc_hd__buf_4: 8
sky130_fd_sc_hd__nor2_2: 3
sky130_fd_sc_hd__nand4bb_4: 2
sky130_fd_sc_hd__nor3_1: 2
sky130_fd_sc_hd__nor3_2: 2
sky130_fd_sc_hd__clkbuf_2: 2
sky130_fd_sc_hd__dlymetal6s2s_1: 2
sky130_fd_sc_hd__nand2b_1: 1
sky130_fd_sc_hd__nand4b_1: 1
sky130_fd_sc_hd__nand2_1: 1
sky130_fd_sc_hd__or4b_4: 1
sky130_fd_sc_hd__nand2b_4: 1
[Yosys cell counts, drive strengths merged]
| cell | instances | area share (%) |
|---|---|---|
| nor2 | 12 | 34 |
| nand2b | 2 | 9.5 |
| nor3 | 4 | 19 |
| nand4b | 1 | 6.7 |
| nand2 | 1 | 2.9 |
| or4b | 1 | 10 |
| nand4bb | 2 | 17 |
[repair_timing]
item,4_1_cts,5_1_grt
setup endpoints to repair,16,12
pin swaps,6,4
hold endpoints to repair,0,0
buffers inserted,2,2
gates cloned,0,0
resized,18,8
[layout make-up]
| type | count | area, µm² | area share (%) |
|---|---|---|---|
| multi-input cells | 23 | 184 | 36.4 |
| repair buffers | 30 | 264 | 52.2 |
| well taps | 46 | 57.6 | 11.4 |
[how the worst max path moves through the flow]
stage | from | end | cells after the start
final | choose_data_reg | strob_out_to_reg[14] | 5
after global routing | choose_data_reg | strob_out_to_reg[6] | 6
after CTS | choose_data_reg | strob_out_to_reg[2] | 5
[layer usage]
metal	share of wire, %	vias to the layer above	track usage (%)
met1	35	134	3.23
met5	0	-	0
met3	15	0	1.36
met4	0	0	0
li1	-	146	-
met2	50	11	5.70
[kinds of logic after synthesis]
logic type	Yosys count
AND/OR/NAND/NOR	23
[metrics by stage]
| stage | TNS, ns | setup WS, ns |
|---|---|---|
| 5_1_grt | 0 | 0.000775 |
| 4_1_cts | -0.000423 | -0.000423 |
| 6_report | 0 | 0.0769 |
| 2_1_floorplan | 0 | 0.702 |
| 3_3_place_gp | -3.52 | -0.357 |
| 3_5_place_dp | -3.94 | -0.359 |
